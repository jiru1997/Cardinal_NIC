<file path="flow/design.v">
module cardinal_nic(
  input             clk, 
  input             reset, 
  input [1:0]       addr, 
  input [63:0]      d_in,
  input             nicEn, 
  input             nicWrEn, 
  input             net_ro, 
  input             net_polarity, 
  input             net_si, 
  input [63:0]      net_di, 
  output reg        net_ri, 
  output reg        net_so, 
  output reg [63:0] net_do,
  output reg [63:0] d_out
);
parameter INPUT_CHANNEL_BUFFER             = 2'b00;
parameter INPUT_CHANNEL_STATUE_REGISTER    = 2'b01;
parameter OUTPUT_CHANNEL_BUFFER            = 2'b10;
parameter OUTPUT_CHANNEL_STATUE_REGISTER   = 2'b11;
reg input_statue_reg;
reg output_statue_reg;
reg[63:0] input_buffer;
reg[63:0] output_buffer;
always @(posedge clk) begin
  if(reset) begin
    net_do <= 64'b0;
    net_so <= 1'b0;
  end 
  else begin
    if(output_statue_reg == 1'b1 && net_ro == 1'b1 && net_polarity == output_buffer[63]) begin
       net_do <= output_buffer;
       net_so            <= 1'b1;
    end 
    else begin
       net_do <= net_do;
       net_so            <= 1'b0;
    end
  end
end
always @(posedge clk) begin 
  if(reset) begin
    output_buffer <= 64'b0;
  end 
  else begin
    if(nicEn && nicWrEn && addr == OUTPUT_CHANNEL_BUFFER) begin
      output_buffer <= d_in;
    end 
    else begin
      output_buffer <= output_buffer;
    end
  end 
end
always @(posedge clk) begin
  if(reset) begin
    output_statue_reg <= 1'b0;
  end 
  else begin
    if(output_statue_reg == 1'b1 && net_ro == 1'b1 && net_polarity == output_buffer[63]) begin
      output_statue_reg <= 1'b0;
    end 
    else if(nicEn && nicWrEn && addr == OUTPUT_CHANNEL_BUFFER) begin
      output_statue_reg <= 1'b1;
    end 
    else begin
      output_statue_reg <= output_statue_reg;
    end
  end
end 
always @(posedge clk) begin
  if(reset) begin
    input_buffer <= 64'b0;
  end 
  else begin
    if(net_ri == 1'b1 && net_si == 1'b1) begin
      input_buffer <= net_di;
    end 
    else begin
      input_buffer <= input_buffer;
    end 
  end
end
always @(posedge clk) begin
  if(reset) begin
    d_out <= 64'b0;
  end 
  else begin
    if(nicEn && !nicWrEn) begin
      case(addr)
        INPUT_CHANNEL_BUFFER:            d_out <= input_buffer;        
        INPUT_CHANNEL_STATUE_REGISTER:   d_out <= {input_statue_reg, 63'b0};  
        OUTPUT_CHANNEL_STATUE_REGISTER:  d_out <= {output_statue_reg, 63'b0};  
        default:                         d_out <= 64'b0;
      endcase
    end 
    else begin
      d_out <= d_out;
    end
  end
end
always @(posedge clk) begin
  if(reset) begin
    input_statue_reg <= 1'b0;
    net_ri           <= 1'b1;
  end 
  else begin
    if(nicEn && !nicWrEn && addr == INPUT_CHANNEL_BUFFER) begin
      input_statue_reg <= 1'b0;
      net_ri           <= 1'b1;
    end 
    else if(net_ri == 1'b1 && net_si == 1'b1) begin
      input_statue_reg <= 1'b1;
      net_ri           <= 1'b0;
    end 
    else begin
      input_statue_reg <= input_statue_reg;
      net_ri           <= net_ri;
    end
  end
end
endmodule
</file>
<file path="flow/run.sh">
#!/bin/bash
# OpenROAD 26Q1-2900-gdf79404cd8, Yosys 0.63+post, stock flow scripts
make -C /OpenROAD-flow-scripts/flow DESIGN_CONFIG=/design/flow/config.mk WORK_HOME=/design/flow/orfs finish
</file>
<file path="flow/config.mk">
export PLATFORM = sky130hd
export DESIGN_NAME = cardinal_nic
export DESIGN_NICKNAME = cardinal_nic
export VERILOG_FILES = /design/flow/design.v
export SDC_FILE = /design/flow/constraint.sdc
export NUM_CORES = 4
export LEC_CHECK = 1
export CORE_UTILIZATION = 50
</file>
<file path="flow/constraint.sdc">
current_design cardinal_nic

set clk_period 14.0
set clk_io_pct 0.2

create_clock -name clk0 -period $clk_period [get_ports {clk}]

set non_clock_inputs [all_inputs -no_clocks]
set_input_delay [expr $clk_period * $clk_io_pct] -clock clk0 $non_clock_inputs
set_output_delay [expr $clk_period * $clk_io_pct] -clock clk0 [all_outputs]
</file>
==> Changelog: implementation <==
## Implementation

* Die ar. at approximately 0.018 sq mm
* Root Buffer: clkbuf_16
* Total Power at around 1.5 mW
* Tmin final at 4.36 ns
* Core area at roughly 0.017 sq mm
* PortBufs at 266
* Post-CTS Resized at 0
* CTS clk-pin slew, worst paths at 0.06 ns
* # clock sinks at 260
* Die Y at 136 um
* Antenna violations before repair at 2
* First-pass GRT wire length at about 34 mm
* # DRC at 0
* Post-synth top area cell: dfxtp_1
* Final period util at between 30% and 40%
* Commonest Layout Cell: clkdlybuf4s50_1
* Count of pins over their slew limit at 0
* CTS tree: built
* Largest net degree at the start of global routing at about 76
* Pre-CTS setup slack at 9.12 ns
* Max-cap viol count at 0
* Starting density of the core at 51.4%
* Finished Layout Cells at 1,406
* Die W at 136 um
* Top cells, area: dfxtp_1 (58%), nand2_1 (11%), a21oi_1 (7.2%)
* Number of library cell types mapped by synthesis at 27
* Crit Path Category: primary input to flip-flop
* Status: finished clean
* Worst min-delay path category: flip-flop to flip-flop
* CTS Buf Count at 27
* Max Fclk at 229 MHz
* Slew HR at 49.5%
* Remaining antenna violation count at 0
* Setup Total Neg Slack at 0 ns
* Final Wtd Congestion at about 0.8
* Final Util at 71.1%
* Syn Area/Cell at 9.59 sq um
* Layout fillers at 1,302
* Tool Warnings at 26
* H-tree depth at 1
* Final hold violations at 0
* Ys flops at 260
* Worst skew pair latency at 0.52 ns
* Setup violations, final at 0
* Pwr dens at approximately 130 mW/mm^2
* Total GRT Usage at approximately a quarter
* Yosys chip area at roughly 0.0089 sq mm
* DRT Pass-1 Iters at 4
* Deepest clock path buffer count at 3
* Post-Syn Area at 0.00893 sq mm
* Detailed Place HPWL at 13.2 mm
* Worst path required time at 14.41 ns
* Rows at between 40 and 50
* Share of cells above drive strength 1 at 8.64%
* Final clock skew at between 0.007 and 0.008 ns
* Top-Level Pins at 267
* Synth warnings at 1
* Vias per inst at 5.07
* Cell count after placement at 1,356
* Worst Tran Pin Value at 0.757 ns
* Mapped Cells at between 900 and 1,000
* Startpoint types: primary input
* Initial DRC Count at roughly 470
* Most frequent logic cells in the routed design: clkdlybuf4s50_1 (265), dfxtp_1 (260), nand2_1 (257)
* Critical Path AT at 4.77 ns
* Final worst slack at 9.64 ns
* Register area share after synthesis at 58.3%
* Drt total wl at between 20 and 25 mm
* Via count at 7,125
* Layout Area Growth over Synthesis at 38.2%
* Remaining global-route overflow at 0
* Wire per inst at between 15 and 20 um
* CP Capture Type: flip-flop
* Post-CTS setup buffer count at 0
* Vias in the first global route at ~6,500
* Worst vdd ir at 0.110 mV
* Hold buffers post-CTS at 0
* Unrepaired setup endpoints after global routing: false
* Leak Pwr at 4.41 nW
* Post-synth top area share at 58.3%
* Number of cells in Yosys stat at 931
* CP Max Fanout at between 40 and 50
## synthesized netlist by cell type
master     instances
dfxtp_1          260
nand2_1          258
a21oi_1          128
a22o_1            64
nor2_1            64
a22oi_2           39
clkbuf_1          27
a22oi_1           24
buf_2             24
buf_6             23
buf_4              2
nand3b_1           2
o21a_1             2
a2bb2oi_1          1
and2_1             1
and4b_1            1
buf_1              1
inv_1              1
mux2i_1            1
nand2b_1           1
nand4b_1           1
nor3_2             1
nor4b_4            1
o21ai_0            1
o21ai_1            1
o21ba_2            1
xor2_1             1
## cell families (layout without fill, tap and decap cells)
family / count (synthesis) / count (layout) / share of synthesized area (%)
and+or+nand+nor: 330 / 330 / 14.4
muxes: 1 / 1 / 0.112
AOI/OAI and AO/OA: 261 / 261 / 21.4
buffers and inverters: 78 / 327 / 5.63
other: 0 / 1 / 0
xor gates and xnor gates: 1 / 1 / 0.0981
DFF: 260 / 260 / 58.3
## metal layers
layer / vias up / wire (um) / track usage (%)
li1: 3626 / - / -
met1: 3223 / 9230 / 35.6
met2: 235 / 9810 / 35.2
met3: 39 / 2170 / 8.48
met4: 2 / 578 / 6.43
met5: - / 13 / 0
## report_power, final
part	switching, mW	leakage [nW]	internal, mW
Combinational	0.0477	1.87	0.0502
Clock	0.279	0.435	0.401
Sequential	0.00917	2.11	0.757
## path summary, 6_finish.rpt
kind                      from                to  slack [ns]  cells after the start
min reg2reg    input_buffer[2]   input_buffer[2]        0.45                      2
max                    addr[1]  input_statue_reg        9.64                      6
min            input_buffer[2]   input_buffer[2]        0.45                      2
max reg2reg  output_buffer[63]        net_do[16]       12.22                      4
## critical path, stage by stage
cell             delay (ns)
clkdlybuf4s50_1        0.51
nor4b_4                0.30
buf_4                  0.27
buf_4                  0.60
nor2_1                 0.11
o21a_1                 0.13
## metrics by stage
| step | hold slack (ns) | instance area (sq um) |
|---|---|---|
| after floorplan | 0.420 | 8930 |
| after global placement | 0.441 | 11500 |
| after detailed placement | 0.447 | 11500 |
| after CTS | 0.455 | 12300 |
| after global routing | 0.468 | 12300 |
| final | 0.453 | 12300 |
## layout make-up
type                    instances  area, sq um  area share, %
clock buffers                  41          818           6.63
inverters                       1         3.75         0.0304
repair buffers                277         2750           22.3
diodes                          1         2.50         0.0203
clock inverters                 8         43.8          0.355
well taps                     225          282           2.28
flip-flops and latches        260         5200           42.2
multi-input cells             593         3230           26.2
Power figures rest on the tool's default switching activity, not on a simulated workload.
